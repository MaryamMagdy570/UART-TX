===== design/flow/config.mk =====
export PLATFORM = sky130hd
export DESIGN_NAME = UART_TX_TOP
export DESIGN_NICKNAME = UART_TX_TOP
export VERILOG_FILES = /design/flow/design.v
export SDC_FILE = /design/flow/constraint.sdc
export NUM_CORES = 4
export LEC_CHECK = 1
export CORE_AREA = 10 10 90 90
export DIE_AREA = 0 0 100 100

===== design/flow/constraint.sdc =====
current_design UART_TX_TOP

set clk_period 2.9
set clk_io_pct 0.2

create_clock -name clk0 -period $clk_period [get_ports {TX_CLK}]

set non_clock_inputs [all_inputs -no_clocks]
set_input_delay [expr $clk_period * $clk_io_pct] -clock clk0 $non_clock_inputs
set_output_delay [expr $clk_period * $clk_io_pct] -clock clk0 [all_outputs]

===== design/flow/design.v =====
module TX_FSM 
(
  input wire          CLK,
  input wire          RST,
  input wire          Parity_Enable,
  input wire          Data_Valid,
  input wire          Serializer_DoneFlag,
  output reg          Serializer_Enable,
  output reg  [1:0]   Mux_Selection,
  output reg          Busy
);
localparam  IDLE = 3'b000,
            START = 3'b001,
            DATA = 3'b010,
            PARITY = 3'b011,
            STOP = 3'b100;
localparam  Logic_One = 2'b00,
            Logic_Zero = 2'b01,
            Data_Bits = 2'b10,
            Parity_Bit = 2'b11;
reg [2:0] Current_State;
reg [2:0] Current_State_comb;
always @ (posedge CLK or negedge RST)
  begin
    if(!RST)
      begin
        Current_State <= IDLE;
      end
    else
      begin
        Current_State <= Current_State_comb;
      end
  end
always @ (*)
  begin
    case(Current_State)
      IDLE:   begin
                if(Data_Valid)
                  begin
                    Current_State_comb = START;
                  end          
                else
                  begin
                    Current_State_comb = IDLE;
                  end
              end
      START:  begin
                Current_State_comb = DATA;
              end
      DATA:   begin
                if(Serializer_DoneFlag && Parity_Enable)
                  begin
                    Current_State_comb = PARITY;
                  end
                else if(Serializer_DoneFlag && !Parity_Enable)
                  begin
                    Current_State_comb = STOP;
                  end
                else
                  begin
                    Current_State_comb = DATA;
                  end
              end
      PARITY: begin
                Current_State_comb = STOP;
              end
      STOP:   begin
                Current_State_comb = IDLE;
              end
      default:begin
                Current_State_comb = IDLE;  
              end
    endcase
  end
always @ (*)
  begin
    case(Current_State)
      IDLE:   begin
                Serializer_Enable = 0;
                Mux_Selection = Logic_One;
                Busy = 0;
              end
      START:  begin
                Serializer_Enable = 1;
                Mux_Selection = Logic_Zero;
                Busy = 1;
              end
      DATA:   begin
                Serializer_Enable = 0;
                Mux_Selection = Data_Bits;
                Busy = 1;
              end
      PARITY: begin
                Serializer_Enable = 0;
                Mux_Selection = Parity_Bit;
                Busy = 1;
              end
      STOP:   begin
                Serializer_Enable = 0;
                Mux_Selection = Logic_One;
                Busy = 1;
              end
      default:begin
                Serializer_Enable = 0;
                Mux_Selection = Logic_One;
                Busy = 0;
              end
    endcase
  end
endmodule
module TX_MUX 
(
  input wire [1:0]  MUX_Selection,
  input wire        Serial_Data,
  input wire        Parity_Bit,
  output reg        TX_OUT
);
localparam  LOGIC_ONE = 2'b00,     
            LOGIC_ZERO = 2'b01,    
            DATA_BITS = 2'b10,
            PARITY_BIT = 2'b11;
always @ (*)
  begin
    case(MUX_Selection)
      LOGIC_ONE:  begin
                    TX_OUT = 1'b1;
                  end 
      LOGIC_ZERO: begin
                    TX_OUT = 1'b0;
                  end 
      DATA_BITS:  begin
                    TX_OUT = Serial_Data;
                  end 
      PARITY_BIT: begin
                    TX_OUT = Parity_Bit;
                  end 
      default:    begin
                    TX_OUT = 1'b1;
                  end
    endcase
  end
endmodule
module TX_Parity_Calculator #(parameter Data_Width = 8)
(
  input wire                    RST,
  input wire                    CLK,
  input wire                    Parity_Enable,
  input wire                    Data_Valid,
  input wire                    Parity_Type,
  input wire [Data_Width-1:0]   Parallel_Data,
  output reg                    Parity_Bit
);
reg [Data_Width-1:0]   Registered_Data;
always @ (posedge CLK or negedge RST)
  begin
    if(!RST)
      begin
        Registered_Data <= 'b0;
      end
    else if(Data_Valid && Parity_Enable)
      begin
        Registered_Data <= Parallel_Data;
      end
  end
always @ (*)
  begin
    if(Parity_Enable && Parity_Type)             
      begin
        Parity_Bit = ~^Registered_Data;
      end
    else if(Parity_Enable && !Parity_Type)      
      begin
        Parity_Bit = ^Registered_Data;
      end   
    else                                         
      begin
        Parity_Bit = 0;
      end
  end
endmodule
module TX_Serializer #(parameter Data_Width = 8)
(
  input wire                    CLK,
  input wire                    RST,
  input wire                    Enable_Pulse,
  input wire [Data_Width-1:0]   Parallel_Data,
  output wire                   Serial_Data,       
  output wire                   Done_flag       
);
reg [Data_Width-1:0]    Shift_Register;
reg [2:0]               Counter;
always @ (posedge CLK or negedge RST)
  begin
    if(!RST)
      begin
        Shift_Register <= 'b0;
      end
    else if (Enable_Pulse)       
      begin
        Shift_Register <= Parallel_Data;
      end
    else if (!Done_flag)
      begin
        Shift_Register[Data_Width-2:0] <= Shift_Register[Data_Width-1:1];
      end
  end
always @ (posedge CLK or negedge RST)
  begin
    if(!RST)
      begin
        Counter <= 0;
      end
    else if (Enable_Pulse)
      begin
        Counter <= 0;
      end
    else if (!Done_flag)
      begin
        Counter <= Counter + 1;
      end
  end
assign Serial_Data = Shift_Register[0];
assign Done_flag = (Counter == 3'd7);
endmodule
module UART_TX_TOP #(parameter TX_Data_Width = 8)
(
  input wire                      TX_RST,
  input wire                      TX_CLK,
  input wire [TX_Data_Width-1:0]  TX_Parallel_Data,
  input wire                      TX_Data_Valid,
  input wire                      TX_Parity_Enable,
  input wire                      TX_Parity_Type,
  output wire                     TX_OUT,
  output wire                     TX_Busy
);
wire          TX_Serializer_Enable;
wire          TX_Serializer_DoneFlag;
wire  [1:0]   TX_Mux_Selection;
wire          TX_Serial_Data;
wire          TX_Parity_Bit;
TX_Parity_Calculator 
#(
  .Data_Width (TX_Data_Width)
)
u_TX_Parity_Calculator
(
  .RST           (TX_RST),
  .CLK           (TX_CLK),
  .Parity_Enable (TX_Parity_Enable),
  .Data_Valid    (TX_Data_Valid),
  .Parity_Type   (TX_Parity_Type),
  .Parallel_Data (TX_Parallel_Data),
  .Parity_Bit    (TX_Parity_Bit)
);
TX_FSM  u_TX_FSM
(
  .RST                 (TX_RST),
  .CLK                 (TX_CLK),
  .Parity_Enable       (TX_Parity_Enable),
  .Data_Valid          (TX_Data_Valid),
  .Serializer_DoneFlag (TX_Serializer_DoneFlag),
  .Serializer_Enable   (TX_Serializer_Enable),
  .Mux_Selection       (TX_Mux_Selection),
  .Busy                (TX_Busy)
);
TX_Serializer 
#(
  .Data_Width (TX_Data_Width)
)
u_TX_Serializer
(
  .RST           (TX_RST),
  .CLK           (TX_CLK),
  .Enable_Pulse  (TX_Serializer_Enable),
  .Parallel_Data (TX_Parallel_Data),
  .Serial_Data   (TX_Serial_Data),
  .Done_flag     (TX_Serializer_DoneFlag)
);
TX_MUX  u_TX_MUX
(
  .MUX_Selection (TX_Mux_Selection),
  .Serial_Data   (TX_Serial_Data),
  .Parity_Bit    (TX_Parity_Bit),
  .TX_OUT        (TX_OUT)
);
endmodule

===== design/flow/run.sh =====
#!/bin/bash
# OpenROAD 26Q1-2900-gdf79404cd8, Yosys 0.63+post, stock flow scripts
make -C /OpenROAD-flow-scripts/flow DESIGN_CONFIG=/design/flow/config.mk WORK_HOME=/design/flow/orfs finish

==> results.py <==
# Auto-generated metrics
metrics = {
    "status": {
        "status": "completed",
    },
    "synth": {
        "yosysMostFrequentCell": "dfrtp_1",
        "top_area_cell": "dfrtp_1",
        "yosys_warnings": 4,
        "edf_count": 0,
        "synth_area_um2": 1077,
        "syn-instance-count": 87,
        "top_cells_by_count": "dfrtp_1, nand2_1, mux2_2, mux2i_1, o21ai_0",
        "ys_seq_share": 0.5587,
        "async_flop_share": 1.000,
        "yosysCellCount": 87,
        "ff_type": "dfrtp_1",
        "ys_chip_area_um2": 1077,
        "synth.top_cell.area_share": 0.5343,
        "syn_avg_cell_area_um2": 12.38,
        "ys_ff": 24,
        "synth.distinct_cells": 21,
        "synthTopCellsByArea": "dfrtp_1, mux2_2, mux2i_1, nand2_1, o21ai_0",
    },
    "placed_design": {
        "gp_congestion": 0.7328,
        "port_buffers": 14,
        "dp_cells": 176,
    },
    "grt": {
        "grt.overflow.total": 0,
        "grt_util_all_layers": 0.04043,
        "use_met2": 0.06222,
        "grt_pass1_vias": 696,
        "antenna_found_initial": 0,
        "grt_max_degree": 25,
        "grt_pass1_wl_mm": 3.339,
        "busiest_layer": "met2",
        "grt.met1_usage": 0.05553,
        "grt_use_met3": 0.01180,
    },
    "routing": {
        "drc": 0,
        "n_antenna_cell": 0,
        "drtIter0Drc": 35,
        "postRouteAntennaNets": 0,
        "wl_mm": 1.943,
        "wl_per_cell_um": 10.79,
        "dr.pass1.iters": 3,
        "routed-via-count": 663,
        "vias_per_cell": 3.683,
    },
    "job": {
        "maxCapViolCount": 0,
        "warnings": 25,
    },
    "sta": {
        "clock-skew-final_ps": 8.664,
        "grt_setup_unrepaired": "false",
        "setup_viol": 0,
        "finalHoldViolations": 0,
        "slew_violations": 0,
        "period_needed_ps": 2552,
        "max_slew_margin": 0.5796,
        "fmax_ghz": 0.3918,
        "period_used_share": 0.8801,
        "tightest_slew_ps": 630.6,
        "whs_ps": 472.2,
    },
    "clock_tree": {
        "clk_latency_ps": 270,
        "path_clk_slew_ps": 90,
        "cts_setup_buffers": 0,
        "cts.sinks": 24,
        "cts_buffers": 3,
        "cts_tree": "built",
        "clk_path_buf_depth": 2,
        "cts_root_buf": "clkbuf_8",
        "h-tree-depth": 1,
        "hold_buffers": 0,
    },
    "floorplanning": {
        "die_w_um": 100,
        "initial_core_util": 0.1716,
        "core_um2": 6277,
        "num_rows": 29,
        "die_y_um": 100,
        "io-pin-count": 15,
        "die_area_um2": 10000,
    },
    "setup_path": {
        "critical_path_required_ps": 2320,
        "crit_type": "in -> out",
        "endpoint_kind": "output pin",
        "critPathMaxFanout": 1,
        "cp.arrival_ps": 1970,
        "cp-start-kind": "input port",
    },
    "power": {
        "p_comb_frac": 0.300,
        "p_leak_nw": 0.5909,
        "cellPowerDensity_nw_per_um2": 815.0,
        "p_clk_frac": 0.260,
        "p_sw_mw": 0.3071,
        "netSwitchingFraction": 0.2731,
        "p_seq_frac": 0.440,
        "p_int_mw": 0.8177,
        "max-vdd-ir-drop_mv": 0.2267,
    },
    "min_path": {
        "min_path_type": "reg -> reg",
    },
    "finish": {
        "fin_cells": 180,
        "fill_cells": 656,
        "syn_to_final_growth_pct": 28.11,
        "drive_gt1_frac": 0.1553,
    },
}
[per-stage QoR]
| stage | TNS (ps) | util | worst slack [ps] | total power [mW] | area [um^2] |
|---|---|---|---|---|---|
| final | 0 | 0.2199 | 347.6 | 1.125 | 1380 |
| after global routing | 0 | 0.2199 | 226.4 | 1.209 | 1380 |
| after CTS | 0 | 0.2199 | 282.5 | 1.140 | 1380 |
| after floorplan | 0 | - | 1023 | 0.7455 | 1077 |
| after detailed placement | -126.5 | 0.2087 | -126.5 | 0.8473 | 1310 |
| after global placement | -117.9 | 0.2087 | -117.9 | 0.8382 | 1310 |
[critical path: stages]
cell and delay (ps):
clkdlybuf4s50_1 470, xnor2_1 120, xnor3_1 270, xnor2_1 140, o32ai_1 140, dlygate4sd2_1 240
[power groups by stage]
stage	sequential, mW	combinational (mW)	clock (mW)
5_1_grt	0.510	0.387	0.312
6_report	0.495	0.338	0.292
4_1_cts	0.497	0.348	0.295
[registers in the layout (all words and copies together), names as in the netlist]
register and count:
u_TX_Parity_Calculator.Registered_Data 8, u_TX_Serializer.Shift_Register 8, u_TX_Serializer.Counter 3, u_TX_FSM.Current_State 5
[cells by family after synthesis]
| kind of cell | count (synthesis) | synth area share |
|---|---|---|
| AND-OR/OR-AND | 12 | 0.06852 |
| buffers and inverters | 6 | 0.02439 |
| flip-flops | 24 | 0.5587 |
| multiplexers | 18 | 0.1777 |
| AND/OR/NAND/NOR | 17 | 0.06970 |
| adder cells (fa/ha/maj) | 2 | 0.02323 |
| XOR/XNOR | 8 | 0.07782 |
[cell type report]
| cell class | count | area [um^2] | area share |
|---|---|---|---|
| sequential | 24 | 601.8 | 0.4361 |
| multi-input combinational | 57 | 449.2 | 0.3255 |
| timing repair buffer | 16 | 153.9 | 0.1115 |
| tap | 77 | 96.34 | 0.06981 |
| clock buffer | 3 | 41.29 | 0.02992 |
| clock inverter | 1 | 30.03 | 0.02176 |
| inverter | 2 | 7.507 | 0.005440 |
[routing by layer]
metal | up-vias | wire length (um) | part of all wire
li1 | 334 | - | -
met1 | 316 | 915 | 0.47
met2 | 8 | 907 | 0.47
met3 | 5 | 73 | 0.038
met4 | 0 | 46 | 0.024
met5 | - | 0 | 0
[timing repair]
action / in CTS / in global routing
resized: 1 / 0
setup endpoints to repair: 1 / 0
endpoints found under the hold margin: 0 / 0
[final timing paths]
path / from / end / slack (ps) / cells after the start
max in group asynchronous: TX_RST / u_TX_FSM.Current_State[0]$_DFF_PN1_ / 1970 / 2
hold reg to reg: u_TX_FSM.Current_State[1]$_DFF_PN0_ / u_TX_FSM.Current_State[0]$_DFF_PN1_ / 470 / 1
setup / recovery: TX_Parity_Type / TX_OUT / 350 / 6
min in group asynchronous: TX_RST / u_TX_Serializer.Counter[1]$_DFFE_PN0P_ / 650 / 2
setup reg to reg: u_TX_Serializer.Counter[0]$_DFFE_PN0P_ / u_TX_Serializer.Shift_Register[5]$_DFFE_PN0P_ / 1330 / 4
hold / removal: u_TX_FSM.Current_State[1]$_DFF_PN0_ / u_TX_FSM.Current_State[0]$_DFF_PN1_ / 470 / 1
[cells in the final DEF, fill, tap and decap left out, drive strengths merged, types with 2 or more instances in the layout]
cell            n
a21o            3
buf             2
clkbuf          3
clkdlybuf4s50  13
dfrtp          23
ha              2
inv             2
mux2            9
mux2i           9
nand2          10
nor2            3
o21ai           7
xnor2           4
xor2            3
Power is estimated from default activity; no workload was simulated.
